==> ./design.v <==
module alu #(parameter n =8) (
   input logic signed [n-1:0] a, b,  
   input logic [1:0] ALUfunc,  
   output logic [n-1:0] result  
);       
logic[2*n-1:0] mr;
always_comb
begin
  mr = 0;
  result = 0;  
  case(ALUfunc)
    2'b00  : begin
	    result = a+b;  
		end
	2'b01 :begin
		mr = a*b;
		result = mr[7:0];
		  end
	2'b10 :
	   begin
	   result = b/a;
	   end
	2'b11 :;
   endcase
 end  
endmodule  
==> ./run.sh <==
#!/bin/bash
# OpenROAD 26Q1-2900-gdf79404cd8, Yosys 0.63+post, stock flow scripts
make -C /OpenROAD-flow-scripts/flow DESIGN_CONFIG=/design/flow/config.mk WORK_HOME=/design/flow/orfs finish
==> ./config.mk <==
export PLATFORM = sky130hd
export DESIGN_NAME = alu
export DESIGN_NICKNAME = alu
export VERILOG_FILES = /design/flow/design.v
export SDC_FILE = /design/flow/constraint.sdc
export NUM_CORES = 4
export LEC_CHECK = 1
export CORE_UTILIZATION = 30
==> ./constraint.sdc <==
current_design alu

set clk_period 37.9
set clk_io_pct 0.2

create_clock -name clk0 -period $clk_period

set non_clock_inputs [all_inputs -no_clocks]
set_input_delay [expr $clk_period * $clk_io_pct] -clock clk0 $non_clock_inputs
set_output_delay [expr $clk_period * $clk_io_pct] -clock clk0 [all_outputs]
==> impl_metrics.ini <==
; physical design summary
[critical_path]
critPathArrivalTime_ns = 22.20
crit_top_cell = ha_1
cp_top_family = AND-OR/OR-AND gates
crit_fanout = 14
critPathBufInv = 7
path_class = in2out
crit_slowest_cell = clkdlybuf4s50_1
cp.required_ns = 30.32
cp-startpoint = a[0]
crit_path_end_kind = output port
worst_path_largest_cell_delay_ns = 0.69
start_kind = input port

[floorplan]
ios = 26
num_rows = 39
die_h_um = 111
fp_util_pct = 31.1
core_um2 = 11500
die_w_um = 111
die_area_um2 = 12400

[global_route]
grt_pass1_vias = 3188
grt_max_degree = 19
grt_busiest_layer = met2
met2_usage_pct = 26.2
grt_pass1_wl_um = 16000
overflow = 0
grt_use_met3_pct = 1.39
track_usage_pct = 16.0
antenna_found_initial = 0
gr-usage-met1_pct = 24.1

[synth]
synthCells = 474
yosys_area_um2 = 3580
syn-cell-area_um2 = 3580
avgSynthCellArea_um2 = 7.56
yosysUniqueCellTypes = 68
yosys_warnings = 1
ys_cells = 474
top_area_cell = ha_1
ys_seq_share_pct = 0
ys_top_cells_by_area = ha_1 23%, xnor2_1 7.3%, fa_1 7.3%
ys_top_cells_by_count = 66 x ha_1, 36 x inv_1, 32 x nand2_1
synthDominantCellAreaShare_pct = 23.1
most_common_cell = ha_1

[cells_and_area]
syn2layout_area_growth_pct = 10.9
drive_above_1_share_pct = 4.94
clkbuf_count = 0
ff_latch_area_um2 = 0
nFillCells = 1170
final_cell_area_um2 = 3970
flop-count = 0

[final_timing]
fin_crit_sh_pct = 78.6
setup_viol = 0
max_freq_mhz = 33.6
setup-tns-final_ns = 0
tightest_slew_ns = 0.667
slew_headroom_pct = 55.5
rsz0062_at_grt = false
maxSlewViolCount = 0
hold_viol = 0
period_needed_ns = 29.78

[power]
peakVddDrop_mv = 0.0137
power.share.combinational_pct = 100.0
clkPwrFrac_pct = 0
seqPwrFrac_pct = 0
power_leakage_nw = 1.74
power_switching_w = 0.0000730
switching_share_pct = 52.4
power_density_nw_per_um2 = 35.1
intPower_w = 0.0000664

[clock_tree]
cts_hold_buf = 0
post-cts-setup-buffers = 0
cts-resized-gates = 0

[routing]
ant_nets = 0
n_antenna_cell = 0
drt_iter0_markers = 224
route.detailed.drc = 0
vias = 3377
vias_per_cell = 5.37
drtPass1Iterations = 20
post_drt_wl_per_cell_um = 14.9
routed_wl_um = 9400

[placed_design]
finalWeightedCongestion = 0.869
post_dp_cell_area_um2 = 3970
io_buffers = 26
dp_hpwl_um = 7760

[run_status]
outcome = completed

[run]
maxCapViolCount = 0
warning_count = 34

[min_path]
holdCritStartpoint = ALUfunc[1]
min_path_type = in2out
-- worst paths after layout --
| kind | endpoint | cells past startpoint |
|---|---|---|
| min | result[3] | 3 |
| max | result[1] | 58 |
-- layer usage --
metal,vias up,share of wire (%)
li1,1748,-
met1,1567,52
met2,58,44
met3,4,3.8
met4,0,0.24
met5,-,0
-- cell families after synthesis --
family | after synthesis | synth area share [%]
XOR/XNOR | 44 | 11.5
AND-OR/OR-AND | 127 | 24.0
AND/OR/NAND/NOR | 157 | 24.2
adder cells (fa/ha/maj) | 79 | 30.3
buffers and inverters | 54 | 6.01
multiplexers | 13 | 3.98
-- worst min-delay path: stages --
cell,delay [ns]
clkdlybuf4s50_1,0.60
o22ai_1,0.10
clkdlybuf4s50_1,0.41
-- power by group through the flow --
stage	clock network [W]	registers (W)	logic, W
5_1_grt	0	0	0.000157
6_report	0	0	0.000139
4_1_cts	0	0	0.000140
-- cell type report --
type | instances | area, um2 | share of cell area [%]
Multi-Input combinational cell | 420 | 3370 | 84.8
Timing Repair Buffer | 30 | 290 | 7.31
Tap cell | 143 | 179 | 4.51
Inverter | 36 | 135 | 3.40
-- per-stage QoR --
step | setup slack (ns) | util, % | std cells | power (W) | hold WS [ns]
floorplan | 11.16 | - | 474 | 0.000106 | 15.19
finish | 8.12 | 34.5 | 629 | 0.000139 | 16.28
CTS | 8.19 | 34.5 | 629 | 0.000140 | 16.30
global route | 6.84 | 34.5 | 629 | 0.000157 | 16.33
detailed placement | 8.23 | 34.5 | 629 | 0.000138 | 16.30
global placement | 8.49 | 34.5 | 629 | 0.000139 | 16.29
-- cells in the final DEF, fill, tap and decap left out, drive strengths merged, types with 3 or more instances in the layout --
cell type,count
buf,4
xor2,12
mux2i,6
o21ai,25
a21oi,24
o211ai,5
a211oi,4
nor2,27
o21a,12
fa,13
ha,66
nand2,32
nor4,3
or3,10
clkdlybuf4s50,26
inv,36
o31a,3
mux2,7
nor2b,9
nand3,6
nand2b,5
and2,27
a31oi,8
xnor2,30
or2,3
nor3,16
o31ai,14
nor4b,3
a21o,11
Power and IR drop assume default switching activity.
