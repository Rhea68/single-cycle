==> flow/design.v <==
module regs #(parameter n = 8)  
(input logic clk, nreset,w, 
 input logic [n-1:0] Wdata,
 input logic [3:0] Raddr1, Raddr2,
 output logic [n-1:0] Rdata1, Rdata2
 );
	logic [n-1:0] gpr [13:0];
	always_ff @ (posedge clk,negedge nreset)
	begin
		if (!nreset)
          begin		
            gpr[0] <= 0;
			gpr[1] <= 0;
			gpr[2] <= 0;
			gpr[3] <= 0;
			gpr[4] <= 0;
			gpr[5] <= 0;
			gpr[6] <= 0;
			gpr[7] <= 0;
			gpr[8] <= 0;
			gpr[9] <= 0;
			gpr[10] <= 0;
			gpr[11] <= 0;
			gpr[12] <= 0;
			gpr[13] <= 0;
			end 
		else if (w)
		begin
            gpr[Raddr2] <= Wdata;
		end
	end
	always_comb
	begin
	   if (Raddr2==4'd0)
	         Rdata2 =  {n{1'b0}};
              else  
			    Rdata2 = gpr[Raddr2];
        if (Raddr1==4'd0)
	        Rdata1 =  {n{1'b0}};
	  else  Rdata1 = gpr[Raddr1];
	  end
endmodule  
==> flow/run.sh <==
#!/bin/bash
# OpenROAD 26Q1-2900-gdf79404cd8, Yosys 0.63+post, stock flow scripts
make -C /OpenROAD-flow-scripts/flow DESIGN_CONFIG=/design/flow/config.mk WORK_HOME=/design/flow/orfs finish
==> flow/config.mk <==
export PLATFORM = sky130hd
export DESIGN_NAME = regs
export DESIGN_NICKNAME = regs
export VERILOG_FILES = /design/flow/design.v
export SDC_FILE = /design/flow/constraint.sdc
export NUM_CORES = 4
export LEC_CHECK = 1
export CORE_UTILIZATION = 30
==> flow/constraint.sdc <==
current_design regs

set clk_period 2.9
set clk_io_pct 0.2

create_clock -name clk0 -period $clk_period [get_ports {clk}]

set non_clock_inputs [all_inputs -no_clocks]
set_input_delay [expr $clk_period * $clk_io_pct] -clock clk0 $non_clock_inputs
set_output_delay [expr $clk_period * $clk_io_pct] -clock clk0 [all_outputs]
==> ci_impl_report.md <==
## Synthesis and layout report

| Metric | Value |
|---|---|
| Final core area utilization | `0.409` |
| Max reg flops | `104` |
| Post-route antenna net violation count | `0` |
| Share of final-layout standard cells stronger than drive strength 1 | `0.405` |
| DRC Markers | `0` |
| Top flop regs | `gpr x104` |
| Root buffer selected by CTS | `sky130_fd_sc_hd__clkbuf_16` |
| Cell count listed in synth_stat.txt | `just over 600` |
| Vias in the first global route | `5431` |
| Worst Setup SP | `Raddr1[0]` |
| Pin count of the biggest net entering global routing | `about 67` |
| Inserted Diodes | `0` |
| Clock tree from TritonCTS | `built` |
| Type of the setup path with the least slack | `in -> out` |
| Worst min-delay path class | `in -> async` |
| Final Routed Wirelength | `22800 um` |
| Chip area in the Yosys report | `6350 um2` |
| Actual transition at the worst max-transition pin | `0.542 ns` |
| Total power per unit cell area | `538 nW/um2` |
| Dpl hpwl | `16600 um` |
| Post-synthesis to final-layout area growth | `31.9%` |
| Yosys top cell by area | `sky130_fd_sc_hd__dfrtp_1` |
| Part of the Yosys area used for sequential elements | `0.410` |
| IO Port Bufs | `34` |
| Async set-or-reset flop fraction in the synthesized netlist | `1.00` |
| Fraction of met3 tracks used by global routing | `0.0580` |
| Failing checks | `setup timing` |
| Reg-to-Reg Start | `gpr[1][7]` |
| RSZ-0062 raised after global routing | `yes` |
| Total negative setup slack | `-0.00875 ns` |
| Post-detailed-route via-to-cell ratio | `5.57` |
| Number of enable flip-flop cells | `0` |
| Drt initial violations | `between 400 and 500` |
| Wire length of the first global-routing pass | `approximately 34000 um` |
| Top cells by area in the synthesized netlist | `sky130_fd_sc_hd__dfrtp_1, sky130_fd_sc_hd__mux2_2, sky130_fd_sc_hd__mux2_1` |
| Synth Instances | `622` |
| Worst-path clk slew | `0.07 ns` |
| Number of register bits inferred by synthesis | `104` |
| Register name with the most flops | `gpr` |
| Maximum count of clock buffers along a single path | `2` |
| Row cnt | `about 52` |
| First drt pass iteration count | `5` |
| Final Wtd Congestion | `0.933` |
| Overall die area | `between 20000 and 25000 um2` |
| Final setup violating endpoints | `1` |
| Final cycle utilization of the critical path | `1.00` |
| Leakage Power | `3.54 nW` |
| Total Power Consumption | `4.51 mW` |
| Required time at the endpoint of the critical path | `roughly 2.3 ns` |
| Core Region | `20500 um2` |
| Number of buffers inserted during clock tree synthesis | `9` |
| Total Routing Usage GR | `0.219` |
| WL/cell | `about 22 um` |
| Setup clock skew after layout | `0 ns` |
| CTS sink count | `about 100` |
| Ports | `35` |
| Tool warning count | `26` |
| Core utilization before placement | `0.310` |
| Die height | `148 um` |
| Result of the run | `finished with violations` |
| Post-Route Hold Slack | `slightly below 0.2 ns` |
| Final slew viol count | `0` |
| Number of antenna violations at the first check in global routing | `1` |
| Die Wd | `148 um` |
| Upper clock frequency limit | `344 MHz` |
| Flop-to-flop setup slack | `2.07 ns` |
| Detailed-route via count | `5706` |
| Largest driver fanout on the critical path | `11` |
| Nature of the critical path endpoint | `primary output` |
| Number of warnings issued by yosys | `2` |
| Met2 Use GR | `0.319` |
| Area of the mapped netlist | `6350 um2` |
| Average footprint of a synthesized cell | `10.2 um2` |
| Worst rel slew slack | `0.639` |
| PnR worst setup slack | `-0.00875 ns` |
| Launching element type of the critical path | `primary input` |
| Crit path DAT | `2.33 ns` |
| GRT Max-Usage Layer | `met1` |
| Number of different library cells in the post-synthesis netlist | `57` |
| Maximum Capacitance Violations | `0` |
| H-tree levels | `3` |
| Cts-stage hold buffer count | `0` |
| Area fraction of the dominant cell type after synthesis | `0.410` |
| Fin. Hold Viols | `0` |
| Main flop type after synthesis | `sky130_fd_sc_hd__dfrtp_1` |
| Leftover overflow at the end of global routing | `0` |
| Global routing met1 resource utilization | `0.335` |
| Maximum vdd ir drop | `approximately 0.30 mV` |
| Final critical delay including setup and external delays | `slightly below 3 ns` |
| Insertion delay to the later sink of the worst-skew pair | `about 0.35 ns` |
| Number of cells on the worst reg-to-reg path | `1` |
## layout make-up
type                    instances  area [um2]
clock buffers                   9         225
clock inverters                 5        50.0
fillers                      1975       12100
inverters                       9        33.8
multi-input cells             455        3610
flip-flops and latches        104        2600
well taps                     270         338
repair buffers                172        1520
## metal layers
layer / routed length (um) / part of all wire / vias to the layer above
met4: 686 / 0.030 / 0
met1: 10200 / 0.45 / 2831
met2: 9990 / 0.44 / 269
li1: - / - / 2556
met5: 0 / 0 / -
met3: 1940 / 0.085 / 50
## placed cells by master, fill, tap and decap left out, types with 17 or more instances in the layout
cell	instances
sky130_fd_sc_hd__a22oi_1	17
sky130_fd_sc_hd__nand2_1	54
sky130_fd_sc_hd__nand3_1	21
sky130_fd_sc_hd__a21oi_1	30
sky130_fd_sc_hd__mux2_1	28
sky130_fd_sc_hd__buf_4	122
sky130_fd_sc_hd__mux2_2	81
sky130_fd_sc_hd__clkdlybuf4s50_1	22
sky130_fd_sc_hd__dfrtp_1	104
sky130_fd_sc_hd__o21ai_0	29
## power breakdown
part	internal (mW)	leakage, nW	switching [mW]
Sequential	1.79	1.27	0.312
Combinational	0.684	2.13	0.527
Clock	0.654	0.141	0.538
## what timing repair did
item | 4_1_cts | 5_1_grt
pin swaps | 9 | 8
resized | 46 | 34
endpoints found under the setup margin | 16 | 13
setup buffers | 5 | 6
hold endpoints to repair | 0 | 0
gates cloned | 2 | 1
## metrics by stage
stage	worst slack [ns]	area, um2	instances
finish	-0.00875	8380	1024
global route	-0.00802	8380	1024
CTS	0.00410	8180	1017
detailed placement	-0.633	7720	996
global placement	-0.744	7720	996
floorplan	0.740	6350	622
## synth_stat cells, types with 12 or more instances
cell type / count
sky130_fd_sc_hd__dfrtp_1: 104
sky130_fd_sc_hd__mux2_2: 81
sky130_fd_sc_hd__nand2_1: 54
sky130_fd_sc_hd__a21oi_1: 36
sky130_fd_sc_hd__o21ai_0: 29
sky130_fd_sc_hd__buf_2: 28
sky130_fd_sc_hd__mux2_1: 28
sky130_fd_sc_hd__nor2b_1: 27
sky130_fd_sc_hd__nand3_1: 22
sky130_fd_sc_hd__a22oi_1: 19
sky130_fd_sc_hd__nor2_1: 15
sky130_fd_sc_hd__buf_4: 13
sky130_fd_sc_hd__clkbuf_1: 13
sky130_fd_sc_hd__a31oi_1: 12
sky130_fd_sc_hd__mux2i_1: 12
## path summary, 6_finish.rpt
kind | end
setup / recovery | Rdata1[6]
hold / removal | gpr[13][0]
setup reg to reg | gpr[1][7]
hold reg to reg | gpr[6][4]
max in group asynchronous | gpr[4][2]
min in group clk0 | gpr[6][4]
## cells by family (layout without fill, tap and decap cells)
logic type	after synthesis	count (layout)	share of synthesized area
AOI/OAI and AO/OA	166	166	0.177
and+or+nand+nor	166	166	0.143
DFF	104	104	0.410
muxes	123	123	0.219
buffers and inverters	63	195	0.0504
## worst max-delay path: stages
cell                              delay, ns
sky130_fd_sc_hd__buf_4                 0.19
sky130_fd_sc_hd__nor2b_1               0.36
sky130_fd_sc_hd__a21oi_1               0.15
sky130_fd_sc_hd__o21ai_0               0.18
sky130_fd_sc_hd__o31ai_1               0.10
sky130_fd_sc_hd__a31oi_1               0.25
sky130_fd_sc_hd__clkdlybuf4s50_1       0.50
No activity file was given, so power comes from the tool's default toggle rates.
